$ cat design/flow/design.v
module controller_hybrid (
    input wire clk,
    input wire rst_n,
    input wire start,
    output reg done,
    output reg tile_start,
    input wire tile_done,
    input wire [15:0] zero_ops_skipped,
    input wire [15:0] total_ops_executed,
    output reg dram_rd_en,
    output reg [31:0] dram_rd_addr,
    output reg dram_wr_en,
    output reg [31:0] dram_wr_addr,
    output reg accumulate_en,
    input wire overflow_detected,
    output reg load_weights,
    output reg [2:0] weight_set,
    output reg [1:0] precision_mode,
    output reg sparsity_optimize_en
);
reg [3:0] state;
localparam S_IDLE=0, S_LOAD=1, S_START_TILE=2, S_WAIT_TILE=3, S_WRITE_OUTPUT=4, S_DONE=5;
reg [31:0] overflow_count;
reg [31:0] total_sparsity_ratio;
always @(posedge clk or negedge rst_n) begin
    if(!rst_n) begin
        state <= S_IDLE;
        precision_mode <= 2'b10;
        sparsity_optimize_en <= 1;
        overflow_count <= 0;
        done <= 0;
    end else begin
        case(state)
            S_IDLE: if(start) state <= S_LOAD;
            S_LOAD: begin
                load_weights <= 1;
                weight_set <= 0;
                state <= S_START_TILE;
            end
            S_START_TILE: begin
                tile_start <= 1;
                state <= S_WAIT_TILE;
            end
            S_WAIT_TILE: begin
                tile_start <= 0;
                if(tile_done) begin
                    if(overflow_detected) overflow_count <= overflow_count + 1;
                    if(overflow_count > 100) precision_mode <= 2'b01;  
                    total_sparsity_ratio <= (zero_ops_skipped*100)/(zero_ops_skipped+total_ops_executed);
                    if(total_sparsity_ratio > 80) sparsity_optimize_en <= 1;
                    state <= S_WRITE_OUTPUT;
                end
            end
            S_WRITE_OUTPUT: begin
                accumulate_en <= 1;
                dram_wr_en <= 1;
                dram_wr_addr <= 0;
                state <= S_DONE;
            end
            S_DONE: begin
                done <= 1;
                state <= S_IDLE;
            end
        endcase
    end
end
endmodule
$ cat design/flow/run.sh
#!/bin/bash
# OpenROAD 26Q1-2900-gdf79404cd8, Yosys 0.63+post, stock flow scripts
make -C /OpenROAD-flow-scripts/flow DESIGN_CONFIG=/design/flow/config.mk WORK_HOME=/design/flow/orfs finish
$ cat design/flow/config.mk
export PLATFORM = sky130hd
export DESIGN_NAME = controller_hybrid
export DESIGN_NICKNAME = controller_hybrid
export VERILOG_FILES = /design/flow/design.v
export SDC_FILE = /design/flow/constraint.sdc
export NUM_CORES = 4
export LEC_CHECK = 1
export CORE_UTILIZATION = 40
export SYNTH_HDL_FRONTEND = slang
$ cat design/flow/constraint.sdc
current_design controller_hybrid

set clk_period 5.6
set clk_io_pct 0.2

create_clock -name clk0 -period $clk_period [get_ports {clk}]

set non_clock_inputs [all_inputs -no_clocks]
set_input_delay [expr $clk_period * $clk_io_pct] -clock clk0 $non_clock_inputs
set_output_delay [expr $clk_period * $clk_io_pct] -clock clk0 [all_outputs]
==> run summary <==
Latest figures from synthesis and place and route.

The count of unique library cells instantiated by Yosys is 34. The quantity of I/O buffers inserted on ports is 8. The share of cells above drive strength 1 is roughly a tenth.

The total routing resource utilization after global routing is 12.1%. After clock tree synthesis, the flow added hold-fix buffers numbering 0. Routed signal wires occupy layers up through met4. The horizontal die dimension is just over 80 um. The critical path maximum fanout is 5. STA classifies the critical path endpoint as a flip-flop.

Setup repair after global routing left no endpoint under its margin. OpenROAD reports that the post-layout worst path occupies a little under 50% of the period. The endpoint of the most critical register-to-register path is overflow_count[22]. The power density over cell area is between 200 and 300 nW/um^2. Before placement the cells fill about two fifths of the core.

In the hold timing report, the worst path depth is 0. The detailed-routed wire length on met3 is between 150 and 200 um. The portion of the post-synthesis area used by sequential elements is roughly 42%. The area of the core is 5990 sq um. The worst pin sits at a relative slew slack of a little under half. Max-cap violations in this run came to 0. The count of clock tree sinks is 42. The global-route wire length before repair is roughly 5900 um. At the worst endpoint, the required time is a little under 6 ns.

The DRC violation total left in the routed layout is recorded as 0. The placed cell count is about 320. By instance count after routing, the leading logic cell type is conb_1. The dominant kind of combinational cell is buffers and inverters. The antenna cell count is 0.

Looking at the power breakdown, combinational cells take about 8.6% of the total. The number of antenna-violating nets in the routed design is 0. The routed wire length on met2 is ~1600 um. The register-to-register path setup slack is between 3 and 4 ns.

At the worst endpoint, the arrival time is 2.87 ns. Note, the detailed placer reported a final HPWL of approximately 2500 um. Entering global routing, the biggest net connects ~43 pins. Endpoints with negative setup slack in the final report add up to 0. In the synthesized netlist the async set-or-reset flop fraction comes to 97.6%. The number of global-route vias before repair is 1,204. On the critical path the largest part of the delay comes from simple AND/OR/NAND/NOR gates. The kind of critical path is input pin to flip-flop. The compound-cell area share of the yosys netlist is 1.85%.

The registers of the reported paths see a clock transition of 0.08 ns. The fraction of the mapped netlist area in adder cells is under 10%. In this run the post-CTS setup repair buffer count came out at 0. The clock network accounts for a little under two fifths of the total power. According to the floorplan report, the die height is around 80 um. For this run, the chip area from Yosys synthesis comes to around 2500 sq um.

Looking at the VDD voltage map, the peak drop is around 0.12 mV. The switching portion of total power is 23.5%. The synthesized area is between 2000 and 2500 sq um. The routed design could run at a clock period as short as between 2 and 3 ns.

The number of top-level design ports is 113. The number of max-slew violations in the final report is 0. The average instance in the mapped netlist occupies roughly 10 sq um.

The detailed router put a total of 1700 um of wire on met1. Timing would allow up to 372 MHz. After clock tree synthesis, the repair step resized 0 gates. Note that the worst hold path type here is flip-flop to flip-flop. The startpoint of the tightest hold check path is state[3]. For the pin with the worst max-slew slack, the measured transition is between 0.7 and 0.8 ns. The cell with the biggest individual delay on the critical path is nor4_1.

Global routing finished with a remaining overflow of 0. The xor and xnor area share after synthesis is 10.9%. Between the synthesized netlist and the finished layout, the area growth was recorded as -0.551%. According to the report, the first pass of detailed routing completed in 4 iterations. The design internal power is around 0.00049 W.

The count of state elements after synthesis is 42. The synthesis report lists the Yosys warning total as 33. The predominant post-synthesis flop cell is dfrtp_1. The total of fill cells in the finished design is between 500 and 600. The report lists the cells along the critical path as clkdlybuf4s50_1 -> nand4_1 -> nor4_1 -> nand3_1 -> xnor2_1. Counting flops with a built-in enable in the synthesized netlist gives 1. The total buffers and inverters traversed by the critical path is 1. The startpoint of the most critical register-to-register path is overflow_count[4]. The detailed router finished its first iteration with 58 violations.

The later pin in the worst-skew pair is clocked with a latency of 0.29 ns. The maximum clock skew at final layout is about 0.005 ns. The clock passes through at most 2 buffers. The average detailed-routed wire length per instance is 10.7 um. The post-synthesis simple-gate area fraction is 20.1%. The number of antenna violations at the first check in global routing was 0. The final layout reports a setup TNS of 0 ns.

By instance count after routing, the leading logic cell types are 72 x conb_1, 39 x dfrtp_1, 17 x xnor2_1, 14 x xor2_1. The share of power burned in registers is 54.1%. The flow ran to the end, and the final reports show no timing, DRC or antenna violations. Per the Yosys statistics, synthesis produced 243 cells. The finished layout holds about 330 standard cells, fillers aside.

The global placer's final weighted congestion is roughly 0.78. The total leakage power is approximately 1.2 nW. The CTS tree is built.

The chip footprint is ~6600 sq um. The clock tree synthesis step divided the H-tree into 2 levels. The count of vias placed by the detailed router is between 1,000 and 1,500. The endpoint of the worst hold path is state[2].

The worst stage delay on the critical path is around 0.72 ns. The number of failing hold endpoints at the final stage is 0. Across all stage logs, warnings added up to just under 60. Measured against the total synthesized area, the mux share comes to 0%.

The number of placement rows is 28. The via density per instance is 4.32. The category of the worst setup path launch point is an input pin. The number of buffers inserted during clock tree synthesis is 5. The clock root buffer is clkbuf_8. The number of instances in the synthesized netlist is approximately 240. Logic depth along the worst register-to-register path is recorded as 4. Summed over all layers, the routed wires come to about 3500 um. The net switching power is around 0.00015 W.
==> cells in the mapped netlist (2+ instances only) <==
master	number	area share (%)
and2_1	4	1.0
buf_6	2	0.90
or2_2	2	0.50
nor4_2	6	3.0
conb_1	2	0.30
and4_1	2	0.70
nand4_1	10	2.5
nor3_1	5	1.0
ha_1	2	1.0
buf_4	72	22
dfstp_2	2	2.1
nand2_1	12	1.8
inv_1	6	0.90
dfrtp_1	39	39
nor2_1	6	0.90
or3_1	2	0.50
xnor2_1	17	6.0
xor2_1	14	4.9
and3_1	4	1.0
nor4_1	9	2.3
nand3_1	12	2.4
==> logic make-up after synthesis <==
group                      after synthesis
buffers and inverters                   81
and+or+nand+nor                         79
DFF                                     42
xor gates and xnor gates                31
AOI/OAI and AO/OA                        6
adders and majority gates                2
other                                    2
==> per-layer routing <==
layer / track usage (%) / up-vias
li1: - / 700
met1: 19.3 / 668
met2: 18.1 / 51
met3: 2.51 / 5
met4: 1.61 / 0
met5: 0 / -
==> worst max-delay path by stage <==
stage / startpoint / to / depth (start not counted)
4_1_cts: tile_done / overflow_count[16] / 5
6_report: tile_done / overflow_count[16] / 5
5_1_grt: tile_done / overflow_count[16] / 5
==> cell type report <==
type | instances | area (sq um) | share of cell area [%]
clock inverters | 3 | 45.0 | 1.81
multi-input cells | 190 | 1110 | 44.8
clock buffers | 5 | 68.8 | 2.77
repair buffers | 9 | 82.6 | 3.32
inverters | 6 | 22.5 | 0.906
flip-flops and latches | 42 | 1060 | 42.6
well taps | 75 | 93.8 | 3.77
==> through the flow <==
step / utilization [%] / total power (W) / hold slack (ns) / area (sq um) / setup slack (ns)
CTS: 41.5 / 0.000646 / 0.354 / 2490 / 2.94
finish: 41.5 / 0.000637 / 0.352 / 2490 / 2.91
global route: 41.5 / 0.000671 / 0.367 / 2490 / 2.69
floorplan: - / 0.000414 / 0.331 / 2760 / 3.26
detailed placement: 39.6 / 0.000406 / 0.335 / 2370 / 2.63
global placement: 39.6 / 0.000406 / 0.334 / 2370 / 2.64
==> flip-flops by register name, indices dropped and copies added (netlist names) <==
name            flops
overflow_count     32
state               6
precision_mode      2
done                1
tile_start          1
==> power by group through the flow <==
stage	combinational [W]	clock, W	sequential, W
4_1_cts	0.0000568	0.000244	0.000345
5_1_grt	0.0000663	0.000257	0.000348
6_report	0.0000551	0.000237	0.000345
No activity file was given, so power comes from the tool's default toggle rates.
